==> design/flow/design.v <==
module cu (
    input [31:0] instruction,   
    output reg [2:0] ALU_op,    
    output reg [4:0] rs1, rs2, rd,  
    output reg is_fp,            
    output reg mem_read,         
    output reg mem_write,        
    output reg reg_write         
);
    always @(*) begin
        ALU_op = 3'b000;
        rs1 = 0;
        rs2 = 0;
        rd = 0;
        is_fp = 0;
        mem_read = 0;
        mem_write = 0;
        reg_write = 0;
        case (instruction[31:26])   
            6'b000000: begin   
                ALU_op = instruction[5:3];   
                rs1 = instruction[25:21];
                rs2 = instruction[20:16];
                rd = instruction[15:11];
                reg_write = 1;
            end
            6'b100011: begin   
                rs1 = instruction[25:21];
                rd = instruction[15:11];
                mem_read = 1;
                reg_write = 1;
            end
            6'b101011: begin   
                rs1 = instruction[25:21];
                rs2 = instruction[20:16];
                mem_write = 1;
            end
            default: begin
            end
        endcase
    end
endmodule
==> design/flow/run.sh <==
#!/bin/bash
# OpenROAD 26Q1-2900-gdf79404cd8, Yosys 0.63+post, stock flow scripts
make -C /OpenROAD-flow-scripts/flow DESIGN_CONFIG=/design/flow/config.mk WORK_HOME=/design/flow/orfs finish
==> design/flow/config.mk <==
export PLATFORM = sky130hd
export DESIGN_NAME = cu
export DESIGN_NICKNAME = cu
export VERILOG_FILES = /design/flow/design.v
export SDC_FILE = /design/flow/constraint.sdc
export NUM_CORES = 4
export LEC_CHECK = 1
export CORE_AREA = 10 10 70 70
export DIE_AREA = 0 0 80 80
==> design/flow/constraint.sdc <==
current_design cu

set clk_period 2.0
set clk_io_pct 0.2

create_clock -name clk0 -period $clk_period

set non_clock_inputs [all_inputs -no_clocks]
set_input_delay [expr $clk_period * $clk_io_pct] -clock clk0 $non_clock_inputs
set_output_delay [expr $clk_period * $clk_io_pct] -clock clk0 [all_outputs]
==> flow report <==
WORST SETUP PATH
----------------------------------------------------------------------------------------
Crit start category                                                            input pin
Critical Path, Cell by Cell                                                 buf_6, or4_4, buf_8, a2111oi_4, buf_2
Critical path buffers and inverters                                                    3
Kind of cell adding the most delay to the critical path                     simple AND/OR/NAND/NOR gates
Maximum fanout encountered on the critical timing path                                 5
Critical path class                                                            in -> out
Standard cell with the maximum stage delay on the critical path             sky130_fd_sc_hd__or4_4
Crit-path max cell delay                                                         0.56 ns
CP Launch Point                                                             instruction[29]
Critical path capture point type                                              output pin
Critical Path AT                                                                 1.66 ns
Required arrival time at the worst endpoint                                      1.60 ns

STA
----------------------------------------------------------------------------------------
Setup-violating endpoint count in the final report                                    10
Final-report max-slew violation count                                                  0
Hold Violations, Final                                                                 0
Min Tclk post-route                                                             2.059 ns
Achievable clock frequency                                                    0.4856 GHz
Minimum setup slack in the final design                                      -0.05947 ns
Final clock period utilization by the worst path                                   1.030
Setup tns final                                                               -0.4703 ns
Unrepaired setup endpoints after global routing                                      yes

FINAL LAYOUT
----------------------------------------------------------------------------------------
Utilization after layout                                                          0.3308
Final-layout clock buffer total                                                        0
FFs & Latches                                                                          0
Number of inserted filler cells in the final layout                                  355
Fraction of layout instances using a drive strength above 1                       0.5727
Logic area                                                                     459.2 µm²
Growth of design area from synthesis to finish                                    211.4%
Area of all sequential standard cells                                              0 µm²

GLOBAL ROUTING
----------------------------------------------------------------------------------------
Antenna violations before repair                                                       0
Global-route wire length before repair                                           3256 µm
Met3 usage                                                                       0.01932
Gr usage total                                                                   0.06077
Busiest grt layer                                                                   met2
Vias in the first global route                                                       626
Met1 usage in global routing                                                     0.07926
Largest net degree at the start of global routing                                     12
Global routing usage on met2                                                      0.1011
Total gr overflow                                                                      0

FLOORPLAN
----------------------------------------------------------------------------------------
Area inside the core boundary                                                   3416 µm²
Effective utilization at floorplan                                                0.1062
Die Width                                                                          80 µm
I/O pin total                                                                         54
Std-Cell Rows                                                                         21
Vertical die dimension                                                             80 µm
Die area                                                                        6400 µm²

PLACED DESIGN
----------------------------------------------------------------------------------------
DPL Wire Length                                                                  1522 µm
Buffers on Ports                                                                      45
Global placement routability congestion                                           0.7129

SYNTH
----------------------------------------------------------------------------------------
Biggest area consumer among synthesized cells                               sky130_fd_sc_hd__a2111oi_2
Count of cell types in the netlist                                                    17
Number of warnings printed during yosys synthesis                                      1
Share of the synthesized area in the top cell type                                0.4138
Cell count listed in synth_stat.txt                                                   51
Register area share after synthesis                                                    0
Most popular library cell in the synthesized design by count                sky130_fd_sc_hd__inv_1
Post-Syn Area per Cell                                                         7.115 µm²
Synthesized instance count                                                            51
Yosys Chip Area                                                                362.8 µm²
Netlist area before placement                                                  362.8 µm²
Leading post-synthesis cells by instance count                              15 x sky130_fd_sc_hd__inv_1, 10 x sky130_fd_sc_hd__a2111oi_2, 5 x sky130_fd_sc_hd__a211oi_1
Top cells, area                                                             sky130_fd_sc_hd__a2111oi_2 41%, sky130_fd_sc_hd__inv_1 16%, sky130_fd_sc_hd__a211oi_1 10%

POWER
----------------------------------------------------------------------------------------
Logic pwr share                                                                    1.000
Sequential group share of total power                                                  0
Pleak                                                                          0.4632 nW
Switch share                                                                      0.4401
Pwr per Cell Area                                                           135.4 nW/µm²
Internal power                                                                0.08566 mW
IR drop worst, VDD                                                              54.43 µV
Share of total power in the clock network                                              0
Power dissipated by switching net loads                                       0.06733 mW

ROUTE
----------------------------------------------------------------------------------------
Detailed router's first-iteration violation count                                     10
DRC errors left                                                                        0
Total via count in the routed design                                                 601
Drt wl/cell                                                                     12.97 µm
Number of inserted diodes                                                              0
Average vias per placed instance                                                   3.853
WL final                                                                         2024 µm
Number of routed nets with antenna violations                                          0
Number of search-and-repair iterations in the first detailed-routing pass              3

JOB
----------------------------------------------------------------------------------------
Number of maximum-capacitance constraint violations                                    0
OpenROAD warning count                                                                42

STATUS
----------------------------------------------------------------------------------------
Outcome                                                                     finished, violations left
Failing checks                                                              setup timing

MIN PATH
----------------------------------------------------------------------------------------
Hold path startpoint                                                        instruction[30]
Worst hold path type                                                           in -> out
Endpoint, Worst Hold                                                               rd[0]
Depth of the worst hold-timing path                                                    5

[cell usage in the layout, fill, tap and decap left out, types with 2 or more instances in the layout]
cell	synthesis	layout
sky130_fd_sc_hd__a2111oi_4	0	10
sky130_fd_sc_hd__a211oi_2	0	5
sky130_fd_sc_hd__and3_1	3	3
sky130_fd_sc_hd__buf_12	0	2
sky130_fd_sc_hd__buf_2	0	16
sky130_fd_sc_hd__buf_4	1	14
sky130_fd_sc_hd__buf_6	1	4
sky130_fd_sc_hd__buf_8	0	2
sky130_fd_sc_hd__clkbuf_2	0	4
sky130_fd_sc_hd__clkdlybuf4s50_1	0	21
sky130_fd_sc_hd__dlygate4sd2_1	0	3
sky130_fd_sc_hd__inv_1	15	15
sky130_fd_sc_hd__nor3_4	0	2
sky130_fd_sc_hd__or3_4	0	2
[how the worst max path moves through the flow]
stage | to | slack (ns) | cells past startpoint
after CTS | rs1[3] | -0.07 | 5
after global routing | rs1[0] | -0.13 | 5
final | rs1[3] | -0.06 | 5
[layout make-up]
class              count  area share
repair buffers        66      0.4928
multi-input cells     29      0.4064
well taps             46     0.05094
inverters             15     0.04983
[cell families (layout without fill, tap and decap cells)]
logic type / after synthesis / in the layout / share of synthesized area
AOI/OAI and AO/OA: 16 / 16 / 0.5310
buffers and inverters: 22 / 81 / 0.2586
other: 1 / 1 / 0.01033
and+or+nand+nor: 12 / 12 / 0.2000
[tightest hold or removal path: stages]
cell and delay, ns:
sky130_fd_sc_hd__clkbuf_2 0.12, sky130_fd_sc_hd__or3_4 0.15, sky130_fd_sc_hd__buf_6 0.11, sky130_fd_sc_hd__a211oi_2 0.04
sky130_fd_sc_hd__clkbuf_2 0.09
[metal layers]
layer / vias to the layer above / share of wire
met1: 267 / 0.44
met4: 0 / 0
met3: 0 / 0.082
met5: - / 0
li1: 307 / -
met2: 27 / 0.47
[stage by stage]
step                      setup slack [ns]  std cells  area [µm²]  power [mW]  hold WS [ns]
after detailed placement           -0.8843        145       908.4      0.1092         1.676
after global placement             -0.8523        145       908.4      0.1083         1.685
after floorplan                     0.2171         51       362.8     0.03466        0.8171
after CTS                         -0.06862        155        1132      0.1512         1.333
after global routing               -0.1278        156        1130      0.1645         1.333
final                             -0.05947        156        1130      0.1530         1.297
[power by group through the flow]
stage                 logic [mW]  clock network, mW  registers (mW)
after CTS                  0.151                  0               0
after global routing       0.164                  0               0
final                      0.153                  0               0
[what timing repair did]
item | 4_1_cts | 5_1_grt
buffers inserted | 9 | 1
hold buffers | 0 | 0
gates resized | 102 | 6
gates cloned | 1 | 0
pin swaps | 15 | 4
endpoints found under the setup margin | 21 | 17
Power is estimated from default activity; no workload was simulated.
