--- flow/config.mk ---
export PLATFORM = sky130hd
export DESIGN_NAME = cache
export DESIGN_NICKNAME = cache
export VERILOG_FILES = /design/flow/design.v
export SDC_FILE = /design/flow/constraint.sdc
export NUM_CORES = 4
export LEC_CHECK = 1
export CORE_UTILIZATION = 40
export SYNTH_MEMORY_MAX_BITS = 65536
--- flow/constraint.sdc ---
current_design cache

set clk_period 261.7
set clk_io_pct 0.2

create_clock -name clk0 -period $clk_period [get_ports {mem_write}]

set non_clock_inputs [all_inputs -no_clocks]
set_input_delay [expr $clk_period * $clk_io_pct] -clock clk0 $non_clock_inputs
set_output_delay [expr $clk_period * $clk_io_pct] -clock clk0 [all_outputs]
--- flow/design.v ---
module cache (
    input [31:0] virtual_addr,    
    input [31:0] data_in,         
    input mem_read,               
    input mem_write,              
    output reg [31:0] data_out,   
    output reg hit,               
    output reg miss,              
    output reg [31:0] physical_addr   
);
    reg [31:0] cache_mem [0:15];
    reg [31:0] tag [0:15];       
    reg valid [0:15];            
    reg [3:0] index;            
    reg [31:0] memory [0:255];  
    always @(*) begin
        index = virtual_addr[3:0];
        physical_addr = tag[index];   
        if (valid[index] && tag[index] == virtual_addr[31:4]) begin
            hit = 1;       
            miss = 0;      
            data_out = cache_mem[index];   
        end else begin
            hit = 0;       
            miss = 1;      
            data_out = memory[virtual_addr];   
            cache_mem[index] = memory[virtual_addr];
            tag[index] = virtual_addr[31:4];   
            valid[index] = 1;   
        end
    end
    always @(posedge mem_write) begin
        if (valid[index]) begin
            memory[virtual_addr] = data_in;   
            cache_mem[index] = data_in;       
        end
    end
endmodule
--- flow/run.sh ---
#!/bin/bash
# OpenROAD 26Q1-2900-gdf79404cd8, Yosys 0.63+post, stock flow scripts
make -C /OpenROAD-flow-scripts/flow DESIGN_CONFIG=/design/flow/config.mk WORK_HOME=/design/flow/orfs finish
==> flow_metrics.py <==
# Auto-generated metrics
metrics = {
    "yosys": {
        "topCombFamilyByArea": "multiplexers",
        "ys_warn_count": 4,
        "mux_area_share_pct": 17.2,
        "edf_count": 8704,
        "ys.flops": 9664,
        "yosysChipArea_um2": 349000,
        "ys_cells": 14600,
        "largest_area_cell": "edfxtp_1",
        "aoi_share_pct": 1.62,
        "adder_share_pct": 0,
        "yosys-top-cells-area": "edfxtp_1, mux4_2, dlxtn_1",
        "yosys.area.top_type_share_pct": 74.9,
        "top_cell": "edfxtp_1",
        "synthXorXnorAreaFrac_pct": 0.0502,
        "ff_type": "edfxtp_1",
        "synthArstFlopShare_pct": 0,
        "synth-simple-area-share_pct": 0.872,
        "ys_types": 80,
        "yosys-top-cells-count": "edfxtp_1, mux4_2, dlxtn_1, nor2_1, buf_2",
    },
    "run_status": {
        "failing_step": "synthesis",
        "status": "did not finish",
        "first-error": "ERROR: Found 512 problems in 'check -assert'.",
    },
}
==> kinds of logic after synthesis <==
| kind of cell | Yosys count |
|---|---|
| xor+xnor | 20 |
| mux | 2740 |
| latches | 960 |
| buf+inv | 804 |
| flops | 8704 |
| compound gates | 705 |
| simple gates | 677 |
| other cells | 1 |
